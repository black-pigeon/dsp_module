$ cat /design/flow/design.v
module cic_dec_filter #(
    parameter R     = 32,            
    parameter M     = 1 ,            
    parameter N     = 3 ,            
    parameter BIN   = 12,            
    parameter BOUT  = 24             
) (
    input   wire                clk         ,
    input   wire                rst         ,
    input   wire    [BIN-1:0]   din         ,
    input   wire                din_valid   ,
    output  wire    [BOUT-1:0]  dout        ,
    output  wire                dout_valid  
);
    generate    
        genvar i;
        for ( i=0 ; i<N ; i=i+1 ) begin :LOOP
            reg  [BOUT-1:0]acc;
            wire [BOUT-1:0]sum;
            if ( i == 0 ) begin
                assign sum = acc + {{(BOUT-BIN){din[BIN-1]}},din};
            end else begin
                assign sum = acc + ( LOOP[i-1].sum );
            end
            always@(posedge clk)begin
                if (rst==1'b1)begin
                    acc <= {(BOUT){1'd0}};
                end else if (din_valid == 1'b1) begin
                    acc <= sum;
                end   
            end    
        end
    endgenerate
    wire [BOUT-1:0]acc_out;
    assign acc_out=LOOP[N-1].sum;
    reg [$clog2(R)-1:0]cnt0;
    reg [BOUT-1:0]dec_out;
    assign dval = (cnt0==(R-1));
    always@(posedge clk)begin
        if (rst==1'b1) begin
            cnt0    <=  'd0;
            dec_out <=  'd0;
        end else if(din_valid == 1'b1)begin
            cnt0    <=  dval?'d0        :cnt0 + 1'd1;
            dec_out <=  dval?acc_out   :dec_out;
        end
    end
    generate
        genvar j;
        for ( j=0 ; j<N ; j=j+1 ) begin :LOOP2
            reg  [BOUT-1:0]comb[0:M-1];
            wire [BOUT-1:0]sub;   
            integer k;
            if ( j == 0 ) begin
                if (M==1) begin
                    assign sub = dec_out - comb[0];
                    always@(posedge clk )begin
                        if (rst==1'b1)begin
                            comb[0] <= {(BOUT){1'd0}};
                        end else begin
                            comb[0] <= (dval) ? dec_out : comb[0];
                        end
                    end  
                end else begin
                    assign sub = dec_out - comb[M-1];
                    always@(posedge clk )begin
                        if (rst==1'b1)begin
                            for (k = 0; k<M; k=k+1) begin
                                comb[k] <= {(BOUT){1'd0}};
                            end
                        end else if (dval) begin
                            comb[0] <= dec_out;
                            for (k = 1; k<M; k=k+1) begin
                                comb[k] <= comb[k-1];
                            end
                        end 
                    end  
                end
            end else begin
                if (M==1) begin
                    assign sub = LOOP2[j-1].sub - comb[0];
                    always@(posedge clk )begin
                        if (rst==1'b1)begin
                            comb[0] <= {(BOUT){1'd0}};
                        end else begin
                            comb[0] <= (dval) ? LOOP2[j-1].sub : comb[0];
                        end
                    end  
                end else begin
                    assign sub = LOOP2[j-1].sub - comb[M-1];
                    always@(posedge clk )begin
                        if (rst==1'b1)begin
                            for (k = 0; k<M; k=k+1) begin
                                comb[k] <= {(BOUT){1'd0}};
                            end
                        end else if(dval)begin
                            comb[0] <=  LOOP2[j-1].sub;
                            for (k = 1; k<M; k=k+1) begin
                                comb[k] <= comb[k-1];
                            end
                        end
                    end 
                end
            end
        end
        endgenerate
        assign dout = LOOP2[N-1].sub;
        reg comb_valid;
        always @(posedge clk ) begin
            if (rst==1'b1) begin
                comb_valid <= 1'b0;
            end else begin
                comb_valid <= dval;
            end
        end
        assign dout_valid = comb_valid;
endmodule
$ cat /design/flow/run.sh
#!/bin/bash
# OpenROAD 26Q1-2900-gdf79404cd8, Yosys 0.63+post, stock flow scripts
make -C /OpenROAD-flow-scripts/flow DESIGN_CONFIG=/design/flow/config.mk WORK_HOME=/design/flow/orfs finish
$ cat /design/flow/config.mk
export PLATFORM = sky130hd
export DESIGN_NAME = cic_dec_filter
export DESIGN_NICKNAME = cic_dec_filter
export VERILOG_FILES = /design/flow/design.v
export SDC_FILE = /design/flow/constraint.sdc
export NUM_CORES = 4
export LEC_CHECK = 1
export CORE_UTILIZATION = 40
$ cat /design/flow/constraint.sdc
current_design cic_dec_filter

set clk_period 15.1
set clk_io_pct 0.2

create_clock -name clk0 -period $clk_period [get_ports {clk}]

set non_clock_inputs [all_inputs -no_clocks]
set_input_delay [expr $clk_period * $clk_io_pct] -clock clk0 $non_clock_inputs
set_output_delay [expr $clk_period * $clk_io_pct] -clock clk0 [all_outputs]
==> results.txt <==
yosys + openroad results -> Max clock buf depth=2, Setup TNS Final=0 ps, fill count=3,137, Post-synth regs=about 170, met2 GRT Util=about a quarter, CTS-repair resized insts=0, Critical Path RT=about 12,000 ps, largest net degree at the start of global routing=between 60 and 70, fp util=41.10%, CTS tree=yes, met3 Usage GRT=under 10%, CTS Hold Buffers Added=0, clk root buf=clkbuf_16, Vias=around 10,000, die area=33,490 sq um, Top Layout Cells=nor2_1 (187), dfxtp_1 (174), ha_1 (141), a21oi_1 (116), mux2i_1 (112), GR Layer Usage met1=between 20% and 30%, Worst R2R Path Depth=26, initial antenna violation count=0, n_diodes=0, Leak=around 6.2 nW, Mapped Area=13,100 sq um, min-delay src=LOOP2[1].comb[0][12], Final Cell Area=about 14,000 sq um, Post-synth top flop=dfxtp_1, 1st-iter DRT viols=about 570, max_cap viols=0, GRT busiest layer=met2, Final setup viols=0, yosys stat cell total=~1,600, htree depth=4, ys async rst share=0%, Final Hold Fails=0, Rows=about 65, Worst EP arrival=6560 ps, setup repair bufs after CTS=0, Num CTS Buffers=17, synth warn=5, # IOs=40, final core utilization=45.27%, Critical Path Source Type=register, share of layout cells above drive strength 1=4.455%, area grow syn2layout=10.13%, Avg Inst Size Synth=8.231 sq um, slowest stage delay, CP=between 400 and 500 ps, die width=between 150 and 200 microns, Pwr per Cell Area=between 150 and 200 nW/um^2, Die H=183.0 microns, OpenROAD warnings=27, DRC errors left=0, Max-area cell share=26.58%, slowest CP cell=clkdlybuf4s50_1, Final Cycle Share=63.41%, status=finished, final reports clean, first-pass GRT wire length=between 40 and 50 mm, Vias per Instance=5.096, GPL Wtd Cong=between 0.8 and 0.9, most frequent logic cell in the layout=nor2_1, worst hold path type=reg -> reg, Setup Skew=between 10 and 15 ps, Detailed Place HPWL=18.71 mm, hold-critical path depth=2, vias in the first global route=slightly below 10,000, cell taking the most area after synthesis=dfxtp_1, Wirelength per Cell=approximately 12 microns, I/O Buffers=39, Congestion Overflow GR=0, minimum clock period=9575 ps, R2R Setup Slk=~9000 ps, Late-Pin Clk Latency=430 ps, Post-synth EDFFs=0, Worst R2R Start=LOOP[0].acc[0], clk slew on worst S/H paths=70 ps, Worst VDD drop=roughly 0.089 mV, max-slew violation count=0, WL final=25.54 mm, number of distinct library cells after synthesis=about 82, RSZ-0062 raised after global routing=no, Seq share, synth=about a quarter, DR pass1 iterations=4, top cells by area, synth=dfxtp_1 (27%), ha_1 (14%), mux2i_1 (8.6%), CTS Sinks=around 170, Relative slew margins=49.85%, Slew @ Worst Pin=approximately 740 ps, WS Path Type=reg -> out, core outline area=between 30,000 and 40,000 sq um, Post-Syn Instances=~1,600, Worst R2R End=LOOP[2].acc[23], yosys stat chip area=approximately 13,000 sq um, endpoint class of the critical path=output pin, Cell Area, Placed=13,850 sq um, total track usage=~16%, Hold Path End=LOOP2[1].comb[0][12], remaining antenna violation count after routing=0, fmax=roughly 100 MHz, critical path peak fanout=7
## where the power goes
group	total [mW]	internal, mW	switching [mW]
Clock	0.441	0.239	0.202
Combinational	1.21	0.522	0.691
Sequential	0.550	0.518	0.0319
## cells in the mapped netlist, types with 10 or more instances
cell type,number
a211oi_1,12
a21o_1,60
a21oi_1,116
a31oi_1,20
and2_1,10
clkbuf_1,41
dfxtp_1,174
ha_1,142
inv_1,103
mux2i_1,112
nand2_1,106
nand2b_1,21
nand3_1,30
nand3b_1,10
nor2_1,187
nor2b_1,13
nor3_1,38
o211ai_1,11
o21a_1,28
o21ai_0,62
o21bai_1,15
or3_1,11
xnor2_1,87
xor2_1,30
## worst max-delay path by stage
| stage | slack [ps] | to | startpoint |
|---|---|---|---|
| CTS | 5450 | dout[23] | dec_out[0] |
| global route | 4910 | dout[23] | dec_out[0] |
| finish | 5520 | dout[23] | dec_out[0] |
## flip-flops by register name (all words and copies together), names as in the netlist
register	flops
LOOP.acc	72
LOOP2.comb	72
cnt0	5
comb_valid	1
dec_out	24
## cell families (layout without fill, tap and decap cells)
family | count (synthesis) | count (layout) | share of synthesized area [%]
and+or+nand+nor | 480 | 480 | 17.28
AOI/OAI and AO/OA | 398 | 398 | 19.97
DFF | 174 | 174 | 26.58
buffers and inverters | 161 | 185 | 5.061
adders and majority gates | 148 | 148 | 14.48
xor gates and xnor gates | 118 | 118 | 7.992
muxes | 113 | 113 | 8.641
## per-layer routing
| metal | part of all wire [%] | vias to the layer above | routed length [microns] |
|---|---|---|---|
| li1 | - | 5679 | - |
| met1 | 53 | 4627 | 13500 |
| met2 | 43 | 123 | 11060 |
| met3 | 2.4 | 22 | 603 |
| met4 | 1.5 | 0 | 384 |
| met5 | 0 | - | 0 |
## worst max-delay path, delay by kind of cell (launching register included)
family | cells | cell delay [ps]
DFF | 1 | 350
buffers and inverters | 2 | 520
xor gates and xnor gates | 2 | 300
and+or+nand+nor | 8 | 1050
adders and majority gates | 4 | 1300
AOI/OAI and AO/OA | 12 | 2610
## cell type report
type / instances / area [sq um] / area share (%)
clock inverter: 14 / 143.9 / 0.9971
clock buffer: 18 / 439.2 / 3.043
inverter: 105 / 394.1 / 2.731
sequential: 174 / 3483 / 24.14
timing repair buffer: 48 / 456.7 / 3.165
multi-input combinational: 1257 / 8970 / 62.16
tap: 435 / 544.3 / 3.771
## through the flow
| stage | power [mW] | std cells | worst slack (ps) | hold slack (ps) |
|---|---|---|---|---|
| 2_1_floorplan | 1.544 | 1592 | 6712 | 446.5 |
| 3_3_place_gp | 1.758 | 2019 | 5919 | 459.7 |
| 3_5_place_dp | 1.762 | 2019 | 5791 | 463.2 |
| 4_1_cts | 2.219 | 2051 | 5450 | 475.2 |
| 5_1_grt | 2.402 | 2051 | 4906 | 499.0 |
| 6_report | 2.204 | 2051 | 5525 | 472.2 |
No activity file was given, so power comes from the tool's default toggle rates.
