`./run.sh`:
```
#!/bin/bash
# OpenROAD 26Q1-2900-gdf79404cd8, Yosys 0.63+post, stock flow scripts
make -C /OpenROAD-flow-scripts/flow DESIGN_CONFIG=/design/flow/config.mk WORK_HOME=/design/flow/orfs finish
```
`./config.mk`:
```
export PLATFORM = sky130hd
export DESIGN_NAME = mult_pipe
export DESIGN_NICKNAME = mult_pipe
export VERILOG_FILES = /design/flow/design.v
export SDC_FILE = /design/flow/constraint.sdc
export NUM_CORES = 4
export LEC_CHECK = 1
export CORE_UTILIZATION = 40
```
`./constraint.sdc`:
```
current_design mult_pipe

set clk_period 2.5
set clk_io_pct 0.2

create_clock -name clk0 -period $clk_period [get_ports {clk}]

set non_clock_inputs [all_inputs -no_clocks]
set_input_delay [expr $clk_period * $clk_io_pct] -clock clk0 $non_clock_inputs
set_output_delay [expr $clk_period * $clk_io_pct] -clock clk0 [all_outputs]
```
`./design.v`:
```
module mult_pipe #(
    parameter M = 5 ,
    parameter N = 4        
) (
    input   wire                clk             ,
    input   wire                rst             ,
    input   wire                mult_in_valid   ,
    input   wire    [M-1:0]     mult_in_a       ,
    input   wire    [N-1:0]     mult_in_b       ,
    output  reg                 mult_out_valid  ,
    output  reg     [M+N-1:0]   mult_out            
);
    wire    [0:0]       mult_shift_valid [N:0];
    wire    [M+N-1:0]   mult_shift_a [N:0]  ;
    wire    [M+N-1:0]   mult_shift_b [N:0]  ;
    wire    [M+N-1:0]   mult_shift_acc [N:0];
    wire    [1:0]       sign_out [N:0]      ;
    mult_pipe_cell#(
        .M               ( M ),
        .N               ( N ),
        .PIPE_STAGE      ( 0 )
    )u_mult_pipe_cell(
        .clk             ( clk                  ),
        .rst             ( rst                  ),
        .mult_in_valid   ( mult_in_valid        ),
        .mult_in_a       ( {{N{mult_in_a[M-1]}}, mult_in_a}            ),
        .mult_in_b       ( {{M{mult_in_b[N-1]}}, mult_in_b}            ),
        .mult_in_acc     ( 'd0                  ),
        .sign_in         ( 'd0                  ),
        .mult_out_valid  ( mult_shift_valid[0]  ),
        .sign_out        ( sign_out[0]          ),
        .mult_out_a      ( mult_shift_a[0]      ),
        .mult_out_b      ( mult_shift_b[0]      ),
        .mult_out_acc    ( mult_shift_acc[0]    )
    );
    genvar i;
    generate
        for(i=1; i<N+1; i=i+1)begin
            mult_pipe_cell#(
                .M               ( M ),
                .N               ( N ),
                .PIPE_STAGE      ( i )
            )u_mult_pipe_cell(
                .clk             ( clk                  ),
                .rst             ( rst                  ),
                .mult_in_valid   ( mult_shift_valid[i-1]      ),
                .sign_in         ( sign_out[i-1]      ),
                .mult_in_a       ( mult_shift_a[i-1]      ),
                .mult_in_b       ( mult_shift_b[i-1]      ),
                .mult_in_acc     ( mult_shift_acc[i-1]      ),
                .mult_out_valid  ( mult_shift_valid[i]  ),
                .sign_out        ( sign_out[i]          ),
                .mult_out_a      ( mult_shift_a[i]      ),
                .mult_out_b      ( mult_shift_b[i]      ),
                .mult_out_acc    ( mult_shift_acc[i]    )
            );
        end
    endgenerate 
    always @(posedge clk ) begin
        if (rst==1'b1) begin
            mult_out <= 'd0;
        end
        else if (mult_shift_valid[N] == 1'b1) begin
            mult_out <= ^sign_out[N] ? ~mult_shift_acc[N] + 1 : mult_shift_acc[N];
        end
    end
    always @(posedge clk ) begin
        if (rst==1'b1) begin
            mult_out_valid <= 1'b0;
        end
        else begin
            mult_out_valid <= mult_shift_valid[N];
        end
    end
endmodule
module mult_pipe_cell #(
    parameter M = 5         ,
    parameter N = 4         ,
    parameter PIPE_STAGE = 1
) (
    input   wire                clk             ,
    input   wire                rst             ,
    input   wire                mult_in_valid   ,
    input   wire    [M+N-1:0]   mult_in_a       ,
    input   wire    [M+N-1:0]   mult_in_b       ,
    input   wire    [M+N-1:0]   mult_in_acc     ,
    input   wire    [1:0]       sign_in         ,
    output  reg                 mult_out_valid  ,
    output  reg     [1:0]       sign_out        ,
    output  reg     [M+N-1:0]   mult_out_a      ,
    output  reg     [M+N-1:0]   mult_out_b      ,
    output  reg     [M+N-1:0]   mult_out_acc         
);
    generate
        if (PIPE_STAGE == 0) begin
            always @(posedge clk ) begin
                if (rst==1'b1) begin
                    sign_out <= 'd0;
                    mult_out_a <= 'd0;
                    mult_out_b <= 'd0;
                    mult_out_acc <= 'd0;
                end
                else if (mult_in_valid == 1'b1) begin
                    sign_out <= {mult_in_a[M+N-1], mult_in_b[M+N-1]};
                    mult_out_a <= mult_in_a[M+N-1] ? ~mult_in_a + 1 : mult_in_a;
                    mult_out_b <= mult_in_b[M+N-1] ? ~mult_in_b + 1 : mult_in_b;
                    mult_out_acc <= 'd0;
                end
            end
        end
        else begin
            always @(posedge clk ) begin
                if (rst==1'b1) begin
                    sign_out <= 'd0;
                    mult_out_a <= 'd0;
                    mult_out_b <= 'd0;
                    mult_out_acc <= 'd0;
                end
                else if (mult_in_valid == 1'b1) begin
                    sign_out <= sign_in;
                    mult_out_a <= mult_in_a << 1'b1;
                    mult_out_b <= mult_in_b >> 1'b1;
                    mult_out_acc <= mult_in_b[0] ? mult_in_acc + mult_in_a : mult_in_acc;
                end
            end
        end
    endgenerate
    always @(posedge clk ) begin
        if (rst==1'b1) begin
            mult_out_valid <= 1'b0; 
        end
        else  begin
            mult_out_valid <= mult_in_valid; 
        end
    end
endmodule
```
==> flow_summary_export.csv <==
group,metric,value,unit
status,status,"finished, final reports clean",
cts,insertion_delay,340,ps
final_timing,finalCriticalPeriod,1890,ps
yosys,ys_area,4690,um^2
final_timing,hold_slack,473,ps
worst_setup_path,cp.arrival,2110,ps
flow_run,warnings,25,
detailed_routing,ant_nets,0,
floorplanning,die_y,110,um
cts,htreeDepth,3,
placement,port_buffers,21,
final_timing,worst_pin_slew,745,ps
yosys,synth_flops,101,
yosys,synthArstFlopShare,0,
detailed_routing,vias,3352,
yosys,synth_top_cell_by_area,"dfxtp_1",
placement,place_inst,653,
grt,overflow,0,
power_and_ir_drop,power.density,606,nW/um^2
final_timing,final.period_utilization,0.758,
cts,clkSlewWorstSetupHoldPaths,60,ps
final_timing,fmax,528,MHz
grt,grt_pass1_wl,14200,um
grt,grt_max_degree,37,
yosys,top_cells_by_count,"dfxtp_1 (101), nor2_1 (99), mux2i_1 (61), a211oi_1 (25)",
grt,track_usage,0.150,
floorplanning,core-area,11400,um^2
yosys,edf_count,0,
yosys,synth_cell_types,38,
layout,fin_cells,669,
worst_setup_path,required,2720,ps
power_and_ir_drop,power.internal,2570,uW
grt,grt_pass1_vias,3080,
cts,ctsResizeCount,0,
yosys,syn_inst,510,
power_and_ir_drop,p_leak,0.00195,uW
min_path,holdCritPathClass,"register to register",
layout,drive_gt1_frac,0.0513,
final_timing,finalSetupTns,0,ps
power_and_ir_drop,swShare,0.206,
cts,cts_root_buf,"clkbuf_16",
floorplanning,dieWidth,110,um
detailed_routing,wirelength,8110,um
yosys,mappedNetlistArea,4690,um^2
yosys,synth_top_flop_cell,"dfxtp_1",
yosys,synthTopCellsByArea,"dfxtp_1 (43%), mux2i_1 (13%), nor2_1 (7.9%)",
final_timing,slew_headroom,0.503,
yosys,synth_stat.cells,510,
grt,grt_antenna_before_repair,0,
power_and_ir_drop,switching_power,667,uW
final_timing,skew,3.79,ps
floorplanning,io_pins,22,
floorplanning,row_count,39,
yosys,most_common_cell,"dfxtp_1",
yosys,syn_avg_cell_area,9.19,um^2
worst_setup_path,cp-end-kind,"register",
detailed_routing,drc,0,
power_and_ir_drop,pwr-share-clk,0.436,
cts,tritoncts,"built",
detailed_routing,diodes,0,
cts,cts_buffer_depth,2,
detailed_routing,wl_per_cell,12.1,um
cts,hold_buffers,0,
detailed_routing,routed_via_density,5.01,
yosys,yosysSeqAreaShare,0.431,
floorplanning,dieArea,12200,um^2
detailed_routing,firstDrtPassIters,4,
power_and_ir_drop,vdd_ir_drop_max,0.000648,V
worst_setup_path,critPathLaunchType,"register",
layout,synthToLayoutAreaGrowth,13.9,%
final_timing,final-setup-viol-count,0,
flow_run,max-cap-violations,0,
worst_setup_path,criticalPathCategory,"register to register",
detailed_routing,drt_first_iter_violations,83,
cts,clock-sinks,101,
power_and_ir_drop,total_power,3240,uW
placement,gp_congestion,0.828,
worst_setup_path,crit_fanout,3,
power_and_ir_drop,power_frac_comb,0.048,
yosys,synth_top_area_share,0.431,
final_timing,grt_setup_unrepaired,"false",
final_timing,final_max_slew_viol_count,0,
final_timing,final_hold_viol_count,0,
placement,dp_hpwl,5920,um
power_and_ir_drop,seq_power_share,0.516,
cts,postCtsSetupBuffers,0,
yosys,ys_warn_count,6,
cts,cts_buffers,9,
floorplanning,fp_util,0.411,
==> critical path, cell delays in order (launching register included) <==
cell,delay (ps)
dfxtp_1,330
ha_1,240
fa_1,440
a211oi_1,250
o21bai_1,110
a21oi_1,180
xnor2_1,130
o22ai_1,90
==> metal layers <==
| layer | track usage | part of all wire | vias up |
|---|---|---|---|
| li1 | - | - | 1794 |
| met1 | 0.216 | 0.51 | 1517 |
| met2 | 0.246 | 0.44 | 35 |
| met3 | 0.0312 | 0.036 | 6 |
| met4 | 0.0160 | 0.011 | 0 |
| met5 | 0 | 0 | - |
==> worst paths after layout <==
kind	slack, ps	startpoint	end	cells after the start
max	610	genblk1[2].u_mult_pipe_cell.mult_out_acc[2]$_SDFFE_PP0P_	genblk1[3].u_mult_pipe_cell.mult_out_acc[8]$_SDFFE_PP0P_	7
min	470	u_mult_pipe_cell.mult_out_a[8]$_SDFFE_PP0P_	u_mult_pipe_cell.mult_out_a[8]$_SDFFE_PP0P_	1
max reg2reg	610	genblk1[2].u_mult_pipe_cell.mult_out_acc[2]$_SDFFE_PP0P_	genblk1[3].u_mult_pipe_cell.mult_out_acc[8]$_SDFFE_PP0P_	7
min reg2reg	470	u_mult_pipe_cell.mult_out_a[8]$_SDFFE_PP0P_	u_mult_pipe_cell.mult_out_a[8]$_SDFFE_PP0P_	1
==> kinds of logic after synthesis <==
family | after synthesis | share of synthesized area
flip-flops | 101 | 0.431
AND/OR/NAND/NOR | 162 | 0.159
adder cells (fa/ha/maj) | 24 | 0.0689
XOR/XNOR | 20 | 0.0390
AND-OR/OR-AND | 94 | 0.130
buffers and inverters | 48 | 0.0416
multiplexers | 61 | 0.130
==> cells in the final DEF (no fill, tap or decap), types with 3 or more instances in the layout <==
cell type / n
clkbuf_8: 3
nand3b_1: 4
a31oi_1: 8
fa_1: 3
a211oi_1: 25
mux2i_1: 61
dfxtp_1: 101
xnor2_1: 18
nor2b_1: 17
and2_1: 6
ha_1: 21
nand2b_1: 8
buf_4: 9
nor3_1: 6
inv_1: 17
o22ai_1: 4
a21oi_1: 21
a311oi_1: 4
nand3_1: 5
nor2_1: 99
nand2_1: 9
o21ai_0: 16
clkdlybuf4s50_1: 20
clkbuf_16: 9
a21o_1: 5
==> power by group through the flow <==
| stage | sequential [uW] | combinational, uW | clock (uW) |
|---|---|---|---|
| 6_report | 1670 | 156 | 1410 |
| 4_1_cts | 1670 | 158 | 1460 |
| 5_1_grt | 1670 | 176 | 1520 |
==> flip-flops by register name, indices dropped and copies added, names as in the netlist <==
| name | flops |
|---|---|
| genblk1.u_mult_pipe_cell.mult_out_a | 21 |
| genblk1.u_mult_pipe_cell.mult_out_acc | 36 |
| genblk1.u_mult_pipe_cell.mult_out_b | 6 |
| genblk1.u_mult_pipe_cell.mult_out_valid | 4 |
| genblk1.u_mult_pipe_cell.sign_out | 8 |
| mult_out | 9 |
| mult_out_valid | 1 |
| u_mult_pipe_cell.mult_out_a | 9 |
| u_mult_pipe_cell.mult_out_b | 4 |
| u_mult_pipe_cell.mult_out_valid | 1 |
| u_mult_pipe_cell.sign_out | 2 |
==> through the flow <==
| stage | utilization | cell area, um^2 | setup slack (ps) |
|---|---|---|---|
| floorplan | - | 4690 | 763 |
| global placement | 0.440 | 5030 | 608 |
| detailed placement | 0.440 | 5030 | 536 |
| CTS | 0.468 | 5340 | 607 |
| global route | 0.468 | 5340 | 488 |
| finish | 0.468 | 5340 | 605 |
==> final cells by class <==
cell class | count | area [um^2]
Timing Repair Buffer | 31 | 293
Multi-Input combinational cell | 361 | 2470
Clock inverter | 3 | 42.5
Tap cell | 143 | 179
Clock buffer | 13 | 270
Fill cell | 1096 | 6080
Inverter | 17 | 63.8
Sequential cell | 101 | 2020
Power figures rest on the tool's default switching activity, not on a simulated workload.
